File: flow/design.v
module round_robin_arbiter_variable_time_slice(
		input clk,
		input rst_n,
		input [3:0] REQ,
		output reg[3:0] GNT
		);
	reg [1:0] count;
	reg [3:0] present_state;
	reg [3:0] next_state;
  parameter [3:0] S_ideal = 4'b0000;
  parameter [3:0] S_0 = 4'b0001;
  parameter [3:0] S_1 = 4'b0010;
  parameter [3:0] S_2 = 4'b0100;
  parameter [3:0] S_3 = 4'b1000;
  always @ (posedge clk or negedge rst_n)  
		begin
          if(!rst_n)
				present_state <= S_ideal;
			else
				present_state <= next_state;
		end
	always @(present_state or  REQ)  
		begin
			case(present_state)
				S_ideal : begin
							count = 2'b00;
							if(REQ[0])
								begin
									next_state = S_0;
								end
							else if(REQ[1])
								begin
									next_state = S_1;
								end
							else if(REQ[2])
								begin
									next_state = S_2;
								end
							else if(REQ[3])
								begin
									next_state = S_3;
								end
						end
				S_0 : begin
						if(REQ[0])
							begin
                              if(count == 2'b11)
									begin
										if(REQ[1])
											begin
												count = 2'b00;
												next_state = S_1;
											end
										else if(REQ[2])
											begin
												count = 2'b00;
												next_state = S_2;
											end
										else if(REQ[3])
											begin
												count = 2'b00;
												next_state = S_3;
											end
										else
											begin
												count = 2'b00;
												next_state = S_0;
											end
									end  
						    	 else
									   count = count + 1'b1;
							 		  next_state = S_0;
							end  
						else if(REQ[1])
							begin
								count = 2'b00;
								next_state = S_1;
							end
						else if(REQ[2])
							begin
								count = 2'b00;
								next_state = S_2;
							end
						else if(REQ[3])
							begin
								count = 2'b00;
								next_state = S_3;
							end
						else
							begin
								count = 2'b00;
								next_state = S_ideal;
							end
					end  
				S_1 : begin
						if(REQ[1])
							begin
                              if(count == 2'b11)
									begin
										if(REQ[2])
											begin
												count = 2'b00;
												next_state = S_2;
											end
										else if(REQ[3])
											begin
												count = 2'b00;
												next_state = S_3;
											end
										else if(REQ[0])
											begin
												count = 2'b00;
												next_state = S_0;
											end
										else
											begin
												count = 2'b00;
												next_state = S_1;
											end
										end  
									else
										count = count + 1'b1;
										next_state = S_1;
								end  
							else if(REQ[2])
								begin
									count = 2'b00;
									next_state = S_2;
								end
							else if(REQ[3])
								begin
									count = 2'b00;
									next_state = S_3;
								end
							else if(REQ[0])
								begin
									count = 2'b00;
									next_state = S_0;
								end
							else
						  		begin
									count = 2'b00;
									next_state = S_ideal;
								end
						end  
					S_2 : begin
							if(REQ[2])
								begin
                                  if(count == 2'b11)
										begin
											if(REQ[3])
												begin
													count = 2'b00;
													next_state = S_3;
												end
											else if(REQ[0])
												begin
													count = 2'b00;
													next_state = S_0;
												end
											else if(REQ[1])
												begin
													count = 2'b00;
													next_state = S_1;
												end
											else
												begin
													count = 2'b00;
													next_state = S_2;
												end
										end  
									else
										count = count + 1'b1;
										next_state = S_2;
								end  
							else if(REQ[3])
									begin
										count = 2'b00;
										next_state = S_3;
									end
							else if(REQ[0])
									begin
										count = 2'b00;
										next_state = S_0;
									end
							else if(REQ[1])
									begin
										count = 2'b00;
										next_state = S_1;
									end
							else
									begin
										count = 2'b00;
										next_state = S_ideal;
									end
						end  
					S_3 : begin
							if(REQ[3])
								begin
                                  if(count == 2'b11)
										begin
											if(REQ[0])
												begin
													count = 2'b00;
													next_state = S_0;
												end
											else if(REQ[1])
												begin
													count = 2'b00;
													next_state = S_1;
												end
											else if(REQ[2])
												begin
													count = 2'b00;
													next_state = S_2;
												end
											else
												begin
													count = 2'b00;
													next_state = S_3;
												end
										end  
									else
										count = count + 1'b1;
										next_state = S_3;
								end  
						else if(REQ[0])
								begin
									count = 2'b00;
									next_state = S_0;
								end
						else if(REQ[1])
								begin
									count = 2'b00;
									next_state = S_1;
								end
						else if(REQ[2])
								begin
									count = 2'b00;
									next_state = S_2;
								end
						else
								begin
									count = 2'b00;
									next_state = S_ideal;
								end
					end  
			default : begin
							count = 2'b00;
						 if(REQ[0])
							begin
								next_state = S_0;
							end
						else if(REQ[1])
							begin
								next_state = S_1;
							end
						else if(REQ[2])
							begin
								next_state = S_2;
							end
						else if(REQ[3])
							begin
								next_state = S_3;
							end
					end
				endcase
			end
  always @( present_state)  
    begin
         	case(present_state)
					S_0 : begin GNT <= 4'b0001; end
					S_1 : begin GNT <= 4'b0010; end
					S_2 : begin GNT <= 4'b0100; end
					S_3 : begin GNT <= 4'b1000; end
				default : begin GNT <= 4'b0000; end
				endcase
		end
endmodule
File: flow/run.sh
#!/bin/bash
# OpenROAD 26Q1-2900-gdf79404cd8, Yosys 0.63+post, stock flow scripts
make -C /OpenROAD-flow-scripts/flow DESIGN_CONFIG=/design/flow/config.mk WORK_HOME=/design/flow/orfs finish
File: flow/constraint.sdc
current_design round_robin_arbiter_variable_time_slice

set clk_period 1.9
set clk_io_pct 0.2

create_clock -name clk0 -period $clk_period [get_ports {clk}]

set non_clock_inputs [all_inputs -no_clocks]
set_input_delay [expr $clk_period * $clk_io_pct] -clock clk0 $non_clock_inputs
set_output_delay [expr $clk_period * $clk_io_pct] -clock clk0 [all_outputs]
File: flow/config.mk
export PLATFORM = sky130hd
export DESIGN_NAME = round_robin_arbiter_variable_time_slice
export DESIGN_NICKNAME = round_robin_arbiter_variable_time_slice
export VERILOG_FILES = /design/flow/design.v
export SDC_FILE = /design/flow/constraint.sdc
export NUM_CORES = 4
export LEC_CHECK = 1
export CORE_AREA = 10 10 70 70
export DIE_AREA = 0 0 80 80
==> impl_metrics.yaml <==
# generated from flow reports
logic_synthesis:
  yosys_area_um2: 487
  synth.area.top_cells: "dfrtp_1, dlxtn_1, nor4b_4, buf_6, nor2_1"
  yosysCellCount: 48
  synth_area_um2: 487
  ys_warn_count: 1
  ys.flops: 8
  yosysUniqueCellTypes: 31
  syn_avg_cell_area_um2: 10.1
  netlist_instances: 48
  synth_top_area_share_pct: 20.6
  yosys.area.top_type: "dfrtp_1"
drt:
  routed_wl_um: 1250
  antenna_cells: 0
  drt_iter0_markers: 21
  via_per_inst: 4.18
  drt_first_pass_iters: 4
  ant_nets: 0
  wl_per_cell_um: 10.8
  drc_errors: 0
  num_vias: 485
setup_path:
  slowest_delay_ns: 0.51
  path_delay_family: "buffers and inverters"
  cp_cell_sequence: "nor4b_2, clkdlybuf4s50_1"
  cp-end-kind: "output port"
  cpMaxStageDelayCell: "clkdlybuf4s50_1"
  cp-start-kind: "flop"
  path_class: "reg -> out"
  cp.arrival_ns: 1.45
  cp_max_fo: 4
  cp.required_ns: 1.52
  crit_buf_inv: 1
sta:
  rsz0062_at_grt: "no"
  tightest_slew_ns: 0.356
  layout_setup_ws_ns: 0.0746
  untimed_endpoints: 8
  hold_violations: 0
  max_freq_mhz: 548
  setup_viol: 0
  timing.final.max_slew_violations: 0
  tns_ns: 0
  fin_crit_sh_pct: 96.1
  relSlewSlack_pct: 76.1
  layout_min_cycle_time_ns: 1.83
  unclocked_regs: 4
place:
  place_hpwl_um: 997
  dpl_worst_slack_ns: 0.0605
  numPortBuffers: 9
  place.gp.congestion: 0.925
cells_and_area:
  lay_top_count: "buf_4"
  syn_to_final_growth_pct: 53.0
  postLayoutCoreUtil_pct: 21.8
  layout.area.comb_um2: 292
  layout-drive-gt1-share_pct: 44.3
  fill_cells: 380
  regArea_um2: 165
  layout_top_cells: "buf_4, nor2_1, clkdlybuf4s50_1"
power_and_ir_drop:
  p_per_area_nw_per_um2: 295
  cellLeakagePower_nw: 0.323
  power_mw: 0.220
  ir_worst_vdd_uv: 106
global_routing:
  grt_use_met1_pct: 5.25
  antenna_found_initial: 0
  grt_util_met3_pct: 1.02
  grt_max_degree: 9
  busiest_layer: "met1"
  track_usage_pct: 3.49
  grt_pass1_vias: 407
  grt_overflow: 0
  met2_usage_pct: 4.49
  grt_pass1_wl_um: 1840
floorplanning:
  rows: 21
  die_area_um2: 6400
  die-height_um: 80
  ioPinCount: 10
  core_um2: 3420
  die_x_um: 80
  fp_util_pct: 14.2
status:
  outcome: "finished clean"
clock_tree:
  cts_made_buffers: 3
  h-tree-depth: 1
  path_clk_slew_ns: 0.04
  cts-root-buf: "clkbuf_4"
  clockBufferDepth: 2
  cts_tree: "built"
job:
  warnings: 25
  cap_violations: 0
hold_path:
  hold_class: "in -> async"
flip-flops by register name, indices dropped and copies added, names as in the netlist:
name           flops
next_state         4
present_state      4
area by class of cell:
type | instances | area share (%)
multi-input combinational | 34 | 39.2
timing repair buffer | 23 | 26.2
sequential | 8 | 22.2
tap | 46 | 7.73
clock buffer | 3 | 3.03
inverter | 2 | 1.68
worst max-delay path by stage:
stage,cells past startpoint,to,slack (ns),from
finish,2,GNT[1],0.07,present_state[3]
global route,2,GNT[1],0.02,present_state[3]
CTS,2,GNT[2],0.007,present_state[0]
cells in the mapped netlist:
cell and instances:
nand2b_1 1, o31ai_1 1, a21oi_1 2, dfrtp_1 4
nand2_1 1, or3_4 1, xor2_1 1, o31a_1 1
o311a_1 1, dlxtn_1 4, o21ai_0 1, o211ai_1 1
a311oi_2 1, o211ai_2 1, a211oi_1 1, nand3_1 3
nand4b_1 1, nor2b_1 1, a211o_2 2, nor3_1 1
inv_6 1, nor4_4 1, buf_4 2, nor4b_4 1
or3_1 1, nor4b_1 1, nor2_1 6, nor4b_2 1
a311o_1 1, inv_1 1, buf_6 2
metal layers:
layer | routed length [µm] | vias up
met4 | 22 | 0
met2 | 538 | 28
met5 | 0 | -
met3 | 129 | 2
li1 | - | 227
met1 | 560 | 228
cells by family (layout without fill, tap and decap cells):
| family | Yosys count | in the layout | synth area share, % |
|---|---|---|---|
| compound gates | 13 | 13 | 23.4 |
| xor+xnor | 1 | 1 | 1.80 |
| buf+inv | 6 | 28 | 10.3 |
| flops | 4 | 4 | 20.6 |
| latches | 4 | 4 | 12.3 |
| simple gates | 20 | 20 | 31.6 |
report_power, final:
group	leakage [nW]	internal (mW)	switching (mW)	total (mW)
logic	0.231	0.0160	0.0140	0.0300
registers	0.0780	0.0876	0.000240	0.0879
clock network	0.0138	0.0704	0.0315	0.102
timing repair:
action / CTS / global route
setup endpoints to repair: 4 / 2
buffers inserted: 6 / 2
gates resized: 8 / 1
pin swaps: 2 / 0
hold buffers: 0 / 0
per-stage QoR:
step / instances / hold slack, ns / instance area [µm²]
6_report: 116 / 0.344 / 744
5_1_grt: 116 / 0.347 / 744
4_1_cts: 114 / 0.339 / 727
3_5_place_dp: 105 / 0.590 / 642
3_3_place_gp: 105 / 0.590 / 642
2_1_floorplan: 48 / 0.0844 / 487
Power and IR drop assume default switching activity.
